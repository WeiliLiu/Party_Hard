[design/flow/design.v]
module personA ( input         Clk,                 
                             Reset,               
									  is_killed,
                             frame_clk,
									  reset_corpse,
									  complete,
									  attack_out, 
						   input[9:0] death_X, death_Y, ballX, ballY,
					output[9:0]  personA_X, personA_Y,
					output logic police_needed_A, witness_A
              );
    parameter [9:0] personA_X_Center=400;   
    parameter [9:0] personA_Y_Center=250;   
    parameter [9:0] personA_X_Min=100;        
    parameter [9:0] personA_X_Max=400;      
    parameter [9:0] personA_Y_Min=200;        
    parameter [9:0] personA_Y_Max=250;      
    parameter [9:0] personA_X_Step=1;       
    parameter [9:0] personA_Y_Step=1;       
    logic [9:0] personA_X_Pos, personA_X_Motion, personA_Y_Pos, personA_Y_Motion;
    logic [9:0] personA_X_Pos_in, personA_X_Motion_in, personA_Y_Pos_in, personA_Y_Motion_in;
	 assign personA_X = personA_X_Pos;
	 assign personA_Y = personA_Y_Pos;
	 enum logic [2:0] {reset, wander, call_police1, dead, corpse_removed, call_police2} State, Next_state;
	 always_ff @ (posedge Clk)
	 begin: Assign_Next_State
			if(Reset)
				State <= reset;
			else
				State <= Next_state;
	 end
	 always_comb
	 begin
			Next_state = State;
			unique case(State)
			reset: 
				Next_state = wander;
			wander:
				if(is_killed == 1'b1)
					Next_state = dead;
				else if(death_X <= personA_X_Pos + 10'd32 && death_Y <= personA_Y_Pos + 10'd15
			&& death_Y >= personA_Y_Pos - 10'd15 && death_X >= personA_X_Pos - 10'd32)
				begin
					if(ballX <= death_X + 10'd40 && ballY <= death_Y + 10'd40
			&& ballY >= death_Y - 10'd40 && ballX >= death_X - 10'd40)
						Next_state = call_police2;
					else
						Next_state = call_police1;
				end
				else
					Next_state = wander;
			call_police1:
				if(complete == 1'b1)
					Next_state = wander;
				else
					Next_state = call_police1;
			call_police2:
				if(complete == 1'b1)
					Next_state = wander;
				else
					Next_state = call_police2;
			dead:
				if(reset_corpse == 1'b1)
					Next_state = corpse_removed;
				else
					Next_state = dead;
			corpse_removed:
				Next_state = corpse_removed;
			default:;
			endcase
	 end
	 always_comb
	 begin
			police_needed_A = 1'b0;
			witness_A = 1'b0;
			personA_X_Pos_in = personA_X_Pos + personA_X_Motion;
         personA_Y_Pos_in = personA_Y_Pos + personA_Y_Motion;
			personA_X_Motion_in = personA_X_Motion;
		   personA_Y_Motion_in = personA_Y_Motion;
			case(State)
				Reset:
				begin
					personA_X_Motion_in = 1'b0;
					personA_Y_Motion_in = 1'b0;
					personA_X_Pos_in = personA_X_Center;
					personA_Y_Pos_in = personA_Y_Center;
				end
				wander:
				begin
					if(personA_X_Pos == personA_X_Max && personA_Y_Pos < personA_Y_Max)   
					begin
						personA_Y_Motion_in = 1;
						personA_X_Motion_in = 0;
						personA_X_Pos_in = personA_X_Max;
					end
					else if(personA_X_Pos > personA_X_Min && personA_Y_Pos == personA_Y_Max)
					begin
						personA_X_Motion_in = (~(personA_X_Step) + 1'b1);   
						personA_Y_Motion_in = 0;
						personA_Y_Pos_in = personA_Y_Max;
					end
					else if(personA_X_Pos == personA_X_Min && personA_Y_Pos > personA_Y_Min)
					begin
						personA_X_Motion_in = 0;
						personA_Y_Motion_in = (~(personA_Y_Step) + 1'b1);
						personA_X_Pos_in = personA_X_Min;
					end
					else if(personA_Y_Pos == personA_Y_Min && personA_X_Pos < personA_X_Max)
					begin
						personA_X_Motion_in = 1;
						personA_Y_Motion_in = 0;
						personA_Y_Pos_in = personA_Y_Min;
					end
				end
				call_police1:
				begin
					police_needed_A = 1'b1;
					personA_X_Motion_in = 1'b0;
					personA_Y_Motion_in = 1'b0;
				end
				call_police2:
				begin
					police_needed_A = 1'b1;
					witness_A = 1'b1;
					personA_X_Motion_in = 1'b0;
					personA_Y_Motion_in = 1'b0;
				end
				dead:
				begin
					personA_X_Motion_in = 1'b0;
					personA_Y_Motion_in = 1'b0;
				end
				corpse_removed:
				begin
					personA_X_Motion_in = 1'b0;
					personA_Y_Motion_in = 1'b0;
					personA_X_Pos_in = 1'b0;
					personA_Y_Pos_in = 1'b0;
				end
			endcase
		end
    logic frame_clk_delayed;
    logic frame_clk_rising_edge;
    always_ff @ (posedge Clk) begin
        frame_clk_delayed <= frame_clk;
    end
    assign frame_clk_rising_edge = (frame_clk == 1'b1) && (frame_clk_delayed == 1'b0);
    always_ff @ (posedge Clk)
    begin
        if (Reset)
        begin
            personA_X_Pos <= personA_X_Center;
            personA_Y_Pos <= personA_Y_Center;
            personA_X_Motion <= 10'd0;
            personA_Y_Motion <= 10'd0;
        end
        else if (frame_clk_rising_edge)         
        begin
            personA_X_Pos <= personA_X_Pos_in;
            personA_Y_Pos <= personA_Y_Pos_in;
            personA_X_Motion <= personA_X_Motion_in;
            personA_Y_Motion <= personA_Y_Motion_in;
        end
    end
endmodule
[design/flow/run.sh]
#!/bin/bash
# OpenROAD 26Q1-2900-gdf79404cd8, Yosys 0.63+post, stock flow scripts
make -C /OpenROAD-flow-scripts/flow DESIGN_CONFIG=/design/flow/config.mk WORK_HOME=/design/flow/orfs finish
[design/flow/config.mk]
export PLATFORM = sky130hd
export DESIGN_NAME = personA
export DESIGN_NICKNAME = personA
export VERILOG_FILES = /design/flow/design.v
export SDC_FILE = /design/flow/constraint.sdc
export NUM_CORES = 4
export LEC_CHECK = 1
export CORE_UTILIZATION = 50
[design/flow/constraint.sdc]
current_design personA

set clk_period 3.7
set clk_io_pct 0.2

create_clock -name clk0 -period $clk_period [get_ports {Clk}]

set non_clock_inputs [all_inputs -no_clocks]
set_input_delay [expr $clk_period * $clk_io_pct] -clock clk0 $non_clock_inputs
set_output_delay [expr $clk_period * $clk_io_pct] -clock clk0 [all_outputs]
==> results_dict.tcl <==
# implementation run metrics
set metrics [dict create \
    outcome "finished clean" \
    largest_area_cell "ha_1" \
    grt_pass1_vias 4043 \
    wl_mm 10.6 \
    fmax_mhz 297 \
    synthTopCellsByCount "92 x ha_1, 53 x nor2_1, 52 x nand2_1, 47 x a21oi_1, 37 x inv_1" \
    drc 0 \
    die_x_um 97.2 \
    syn_inst 596 \
    clock_sinks 28 \
    cts_root_buffer "clkbuf_8" \
    reg2reg_depth 12 \
    seq_power_share 0.371 \
    crit_end "State[1]" \
    fill_cells 828 \
    drt_first_iter_violations 150 \
    power_switching_uw 293 \
    die_h_um 97.2 \
    worstHoldPathType "flop to flop" \
    die_area_mm2 0.00944 \
    drive_gt1_frac 0.0354 \
    firstDrtPassIters 4 \
    hold_buffers 0 \
    grt-ovfl-total 0 \
    edf_count 0 \
    cp.arrival_ps 3550 \
    core_area_mm2 0.00876 \
    final_hold_viol_count 0 \
    synth.comb.largest_family "adder cells" \
    ys_sh_adder 0.263 \
    required_ps 3890 \
    startpoint "death_X[3]" \
    mi_logic_area_mm2 0.00371 \
    worst_pin_slew_ps 643 \
    p_leak_nw 2.36 \
    fin_tns_setup_ps 0 \
    vias_per_cell 5.68 \
    clockPowerShare 0.221 \
    setup_viol 0 \
    grt_first_pass_wirelength_mm 18.5 \
    warnings 32 \
    ys_area_mm2 0.00453 \
    areaGrowthSynthToFinish_pct 18.0 \
    antenna_found_initial 0 \
    crit_fanout 4 \
    skew_ps 4.26 \
    aoi_share 0.218 \
    io_pins 69 \
    rows 34 \
    ys_seq_elements 28 \
    cts_buffer_depth 2 \
    synth.distinct_cells 60 \
    synth_seq_share 0.124 \
    ys_sh_xor 0.110 \
    antennaDiodeCount 0 \
    async_flop_share 0 \
    power_density_mw_per_mm2 164 \
    syn_area_per_cell_um2 7.60 \
    reg2reg_slack_ps 430 \
    port_buffers 67 \
    switching_share 0.335 \
    yosys_warnings 1 \
    whs_path_depth 2 \
    worstReg2RegEnd "State[0]" \
    cts_tree "yes" \
    grt_max_degree 21 \
    fin_crit_ps 3360 \
    p_total_uw 874 \
    area_leaders "ha_1 25%, dfxtp_1 12%, xor2_1 6.0%" \
    slew_headroom 0.571 \
    combPwrFrac 0.408 \
    regArea_um2 561 \
    clk_pin_slew_ps 100 \
    ys_sh_simple 0.216 \
    yosysMostFrequentCell "ha_1" \
    synth.cell_area_mm2 0.00453 \
    avgRoutedWirePerCell_um 14.0 \
    period_used_share 0.909 \
    critPathLaunchType "input pin" \
    synth.area.mux_share 0.0111 \
    ant_nets 0 \
    timing.hold.ws_ps 534 \
    globalRouteTotalUtil 0.234 \
    synth_top_flop_cell "dfxtp_1" \
    vdd_drop_max_mv 0.173 \
    dp_hpwl_mm 8.59 \
    gp_congestion 0.958 \
    endpoint_kind "flop" \
    initial_core_util 0.517 \
    setup.worst_path.class "input pin to flop" \
    slew_viol_final 0 \
    worstReg2RegStart "personA_Y_Pos[0]" \
    numCtsBuffers 3 \
    clk_latency_ps 280 \
    p_int_uw 581 \
    cts_resized 0 \
    htreeDepth 1 \
    vias 4302 \
    cap_violations 0 \
    yosys_cells 596 \
    rsz0062_at_grt "no" \
    top_cell_area_share 0.254 \
    post-cts-setup-buffer-count 0 \
]
## worst max-delay path: stages
cell,delay (ps)
clkdlybuf4s50_1,550
inv_1,60
ha_1,220
nor2b_1,170
nor2_1,70
xnor2_1,140
ha_1,300
a21o_1,160
a211o_1,300
a31oi_1,160
a211o_1,120
nor4b_1,50
buf_4,150
nand2b_1,130
a221oi_1,220
## per-stage QoR
stage	utilization	setup slack, ps	std cells	instance area (µm²)
2_1_floorplan	-	830	596	4530
3_5_place_dp	0.604	39.5	753	5290
3_3_place_gp	0.604	51.7	753	5290
4_1_cts	0.610	320	757	5340
5_1_grt	0.610	87.0	757	5340
6_report	0.610	338	757	5340
## area by class of cell
cell class | instances | share of cell area
sequential | 28 | 0.105
inverter | 37 | 0.0260
clock buffer | 4 | 0.0103
timing repair buffer | 77 | 0.140
tap | 108 | 0.0253
multi-input combinational | 503 | 0.694
## flip-flops by register name, summed over array words and instances, names as in the netlist
register	count
personA_X_Motion	2
personA_X_Pos	10
frame_clk_delayed	1
personA_Y_Motion	2
personA_Y_Pos	10
State	3
## per-layer routing
metal  GRT usage  vias up  wire length (µm)
li1            -     2292                 -
met1       0.353     1891              5360
met2       0.381      109              4630
met3      0.0146       10               449
met4      0.0310        0               131
met5           0        -                 0
## power groups by stage
stage                 combinational [mW]  clock, mW  sequential (mW)
after CTS                          0.360      0.196            0.324
after global routing               0.408      0.206            0.326
final                              0.357      0.193            0.324
## worst min path at each step
stage / to / startpoint
final: personA_Y_Motion[0] / personA_Y_Motion[0]
after CTS: personA_X_Motion[0] / personA_X_Motion[0]
after global routing: personA_Y_Motion[0] / personA_Y_Motion[0]
## cell families (layout without fill, tap and decap cells)
group	Yosys count	count (layout)
AND-OR/OR-AND	153	153
XOR/XNOR	57	57
adder cells (fa/ha/maj)	94	94
buffers and inverters	65	118
flip-flops	28	28
multiplexers	5	5
AND/OR/NAND/NOR	194	194
## cells in the final DEF (no fill, tap or decap), types with 5 or more instances in the layout
cell	netlist	layout
clkdlybuf4s50_1	0	67
inv_1	37	37
o21ai_1	5	5
nor3_1	18	18
dfxtp_1	28	28
a211oi_1	7	7
xor2_1	31	31
buf_4	1	10
nor2_1	53	53
a21o_1	6	6
a21oi_1	47	47
nand2b_1	6	6
nand3_1	19	19
nand2_1	52	52
a31oi_1	6	6
and4_1	6	6
a22oi_1	8	8
mux2i_1	5	5
o21ai_0	28	28
xnor2_1	26	26
o22ai_1	5	5
o2111ai_1	5	5
nand4_1	6	6
nor2b_1	7	7
ha_1	92	92
No activity file was given, so power comes from the tool's default toggle rates.
